File: run.sh
#!/bin/bash
# OpenROAD 26Q1-2900-gdf79404cd8, Yosys 0.63+post, stock flow scripts
make -C /OpenROAD-flow-scripts/flow DESIGN_CONFIG=/design/flow/config.mk WORK_HOME=/design/flow/orfs finish
File: constraint.sdc
current_design InstructionFetchUnit

set clk_period 2.9
set clk_io_pct 0.2

create_clock -name clk0 -period $clk_period [get_ports {Clk}]

set non_clock_inputs [all_inputs -no_clocks]
set_input_delay [expr $clk_period * $clk_io_pct] -clock clk0 $non_clock_inputs
set_output_delay [expr $clk_period * $clk_io_pct] -clock clk0 [all_outputs]
File: design.v
`timescale 1ns / 1ps
module InstructionFetchUnit(Instruction, Reset, Clk);
    input Reset, Clk;
    output [31:0] Instruction;
    wire [31:0] w1;
    wire [31:0] w2;
    PCAdder PCAdder_1(w2, w1);
    ProgramCounter ProgramCounter_1(w1, w2, Reset, Clk);
    InstructionMemory InstructionMemory_1(w2, Instruction);
endmodule
`timescale 1ns / 1ps
module InstructionMemory(Address, Instruction); 
    input [31:0] Address;         
    output reg [31:0] Instruction;     
    reg [31:0] InstArray [127:0];
    reg [31:0] temp;
    integer i;
    initial begin
       for (i='h00000000; i<='d127; i = i+'d1) begin
          InstArray[i] = 32'h00000000;
       end
       InstArray[0] = 32'h34040000;	 
       InstArray[1] = 32'h08000004;     
       InstArray[2] = 32'h2004000a;     
       InstArray[3] = 32'h2004000a;     
       InstArray[4] = 32'h8c900004;     
       InstArray[5] = 32'h8c900008;     
       InstArray[6] = 32'hac900000;     
       InstArray[7] = 32'hac90000c;     
       InstArray[8] = 32'h8c910000;     
       InstArray[9] = 32'h8c92000c;     
       InstArray[10] = 32'h12000003;     
       InstArray[11] = 32'h02008820;     
       InstArray[12] = 32'h12110001;     
       InstArray[13] = 32'h08000037;     
       InstArray[14] = 32'h2010ffff;     
       InstArray[15] = 32'h0601fff4;     
       InstArray[16] = 32'h22100001;     
       InstArray[17] = 32'h06010001;     
       InstArray[18] = 32'h08000037;     
       InstArray[19] = 32'h2010ffff;     
       InstArray[20] = 32'h1E000005;     
       InstArray[21] = 32'h20100001;     
       InstArray[22] = 32'h20100001;     
       InstArray[23] = 32'h20100001;     
       InstArray[24] = 32'h1E000001;     
       InstArray[25] = 32'h08000037;     
       InstArray[26] = 32'h06000003;     
       InstArray[27] = 32'h2010ffff;     
       InstArray[28] = 32'h06000001;     
       InstArray[29] = 32'h08000037;     
       InstArray[30] = 32'h2011ffff;     
       InstArray[31] = 32'h16110002;     
       InstArray[32] = 32'h16000001;     
       InstArray[33] = 32'h08000037;     
       InstArray[34] = 32'h20100080;     
       InstArray[35] = 32'ha0900000;     
       InstArray[36] = 32'h80900000;     
       InstArray[37] = 32'h1a000001;     
       InstArray[38] = 32'h08000037;     
       InstArray[39] = 32'h2010ffff;     
       InstArray[40] = 32'ha4900000;     
       InstArray[41] = 32'h20100000;     
       InstArray[42] = 32'h84900000;     
       InstArray[43] = 32'h1a000001;     
       InstArray[44] = 32'h08000037;     
       InstArray[45] = 32'h2010ffff;     
       InstArray[46] = 32'h3c100001;     
       InstArray[47] = 32'h06010001;     
       InstArray[48] = 32'h08000037;     
       InstArray[49] = 32'h08000033;     
       InstArray[50] = 32'h2210fffe;     
       InstArray[51] = 32'h0c000035;     
       InstArray[52] = 32'h08000004;     
       InstArray[53] = 32'h03e00008;     
       InstArray[54] = 32'h08000037;     
       InstArray[55] = 32'h00000008;     
       InstArray[56] = 32'h3402000a;     
       InstArray[57] = 32'h00000000;     
    end 
    always @(Address) begin
    Instruction <= InstArray[Address >> 2];
    end
endmodule
`timescale 1ns / 1ps
module PCAdder(PCResult, PCAddResult);
    input [31:0] PCResult;
    output reg [31:0] PCAddResult;
    always @(PCResult) begin
        PCAddResult <= PCResult + 'd4;
    end
endmodule
`timescale 1ns / 1ps
module ProgramCounter(Address, PCResult, Reset, Clk);
	input [31:0] Address;
	input Reset, Clk;
	output reg [31:0] PCResult;
    initial begin
        PCResult <= 0;
    end
    always @(posedge Clk) begin
        if (Reset == 0)
            PCResult <= Address;
        else 
            PCResult <= 0;
    end
endmodule
File: config.mk
export PLATFORM = sky130hd
export DESIGN_NAME = InstructionFetchUnit
export DESIGN_NICKNAME = InstructionFetchUnit
export VERILOG_FILES = /design/flow/design.v
export SDC_FILE = /design/flow/constraint.sdc
export NUM_CORES = 4
export LEC_CHECK = 1
export CORE_UTILIZATION = 30
==> impl_metrics.json <==
{
  "cp.arrival_ns": 2.25,
  "yosysMostFrequentCell": "a21oi_1",
  "largest_register": "ProgramCounter_1.PCResult",
  "grt_pass1_wl_mm": 10.1,
  "cts_hold_buf": 0,
  "overflow": 0,
  "die_area_um2": 5880,
  "warnings": 35,
  "synth-cells-yosys": 246,
  "hold_class": "flip-flop to flip-flop",
  "path_class": "flip-flop to output pin",
  "finalSetupViolCount": 0,
  "top_area_cell": "dfxtp_1",
  "avgSynthCellArea_um2": 6.81,
  "power_density_nw_per_um2": 222,
  "worst_pin_slew_ns": 0.861,
  "clock_latency_ns": 0.22,
  "cts_tree": "built",
  "top_area_share_pct": 8.37,
  "antenna_found_initial": 0,
  "slew_viol_final": 0,
  "via_count": 2020,
  "synth_area_um2": 1670,
  "drive_above_1_share_pct": 24.6,
  "routedWlPerCell_um": 17.4,
  "chipWidth_um": 76.7,
  "leakage_nw": 0.859,
  "yosysSeqAreaShare_pct": 8.37,
  "maxCapViolations": 0,
  "yosys.cell_types.count": 61,
  "htree_levels": 1,
  "run_status": "completed",
  "end_kind": "output pin",
  "hold_ws_ns": 0.582,
  "path_cells": "buf_12 -> nand2b_4 -> a211o_1 -> a2111oi_4 -> or2_1 -> clkdlybuf4s50_1",
  "edf_count": 0,
  "clock-sinks": 7,
  "power_w": 0.000525,
  "io-pin-count": 34,
  "io_buffer_count": 31,
  "routed_wl_mm": 6.10,
  "required_ns": 2.32,
  "clkSlewWorstSetupHoldPaths_ns": 0.04,
  "routabilityCongestion": 0.936,
  "slowest_delay_ns": 0.45,
  "fmax_ghz": 0.353,
  "cts_root_buf": "clkbuf_8",
  "remaining_drc_errors": 0,
  "min_period_over_period_pct": 97.6,
  "area_leaders": "dfxtp_1 (8.4%), ha_1 (8.2%), a21oi_1 (6.6%)",
  "num_rows": 26,
  "grt_setup_unrepaired": "yes",
  "reg_top3": "ProgramCounter_1.PCResult (7)",
  "ys_async_sr_fraction_pct": 0,
  "track_usage_pct": 21.5,
  "synthCells": 246,
  "clk_path_buf_depth": 2,
  "drt-pass1-iter-count": 4,
  "num_antenna_cells": 0,
  "cpMaxStageDelayCell": "clkdlybuf4s50_1",
  "yosys-top-cells-count": "a21oi_1 (22), nand2_1 (20), o21ai_0 (18)",
  "drt_iter0_drc": 188,
  "finalClockSkew_ns": 0.000657,
  "core_um2": 5240,
  "vdd_drop_max_v": 0.000304,
  "hpwl_mm": 4.41,
  "avgViaCountPerCell": 5.75,
  "start_kind": "flip-flop",
  "timing.final.crit_period_ns": 2.83,
  "slew_headroom_pct": 42.5,
  "ant_nets": 0,
  "largest_reg_flops": 7,
  "cp_max_fo": 36,
  "ys_seq_elements": 7,
  "ys_chip_area_um2": 1670,
  "yosysWarnings": 3,
  "fp_util_pct": 32.0,
  "die_y_um": 76.7,
  "area_delta_synth_final_pct": 41.0,
  "synth-main-ff-cell": "dfxtp_1",
  "cts_made_buffers": 3,
  "final_hold_viol_count": 0,
  "grt_pass1_vias": 1989,
  "grt_max_degree": 37
}
## report_power, final
| group | switching, W | total, W | internal, W |
|---|---|---|---|
| clock network | 0.0000378 | 0.000132 | 0.0000947 |
| logic | 0.000139 | 0.000285 | 0.000146 |
| registers | 0.00000670 | 0.000107 | 0.000100 |
| total | 0.000184 | 0.000525 | 0.000341 |
## worst max-delay path: cells and delay by family, from the launching register on
family / cells / cell delay (ns)
DFF: 1 / 0.36
and+or+nand+nor: 2 / 0.33
AOI/OAI and AO/OA: 2 / 0.69
buffers and inverters: 2 / 0.65
## kinds of logic (layout without fill, tap and decap cells)
family	after synthesis	in the layout	synth area share [%]
mux	4	4	3.21
other cells	1	2	0.224
buf+inv	44	78	13.8
compound gates	88	88	35.4
flops	7	7	8.37
xor+xnor	5	5	2.62
simple gates	86	86	28.2
fa+ha+maj	11	11	8.22
## per-stage QoR
step / std cells / setup TNS, ns / setup WS (ns) / util (%) / cell area [µm²]
6_report: 351 / 0 / 0.0699 / 45.1 / 2360
5_1_grt: 351 / -0.0270 / -0.0261 / 45.1 / 2360
4_1_cts: 346 / 0 / 0.00143 / 42.2 / 2210
3_5_place_dp: 342 / 0 / 0.0879 / 40.7 / 2130
3_3_place_gp: 342 / 0 / 0.119 / 40.7 / 2130
2_1_floorplan: 247 / 0 / 0.286 / - / 1680
## path summary, 6_finish.rpt
check             slack [ns]  cells after the start                           end                         start
hold reg to reg         0.58                      2  ProgramCounter_1.PCResult[2]  ProgramCounter_1.PCResult[2]
setup / recovery        0.07                      6               Instruction[23]  ProgramCounter_1.PCResult[5]
hold / removal          0.58                      2  ProgramCounter_1.PCResult[2]  ProgramCounter_1.PCResult[2]
setup reg to reg        1.48                      4  ProgramCounter_1.PCResult[8]  ProgramCounter_1.PCResult[5]
## per-layer routing
layer,vias to the layer above,share of wire (%),track usage [%]
met5,-,0,0
met4,0,0.69,3.85
met3,6,8.2,3.63
met2,91,46,33.5
met1,948,45,31.3
li1,975,-,-
## layout by cell type, fill, tap and decap left out, types with 5 or more instances in the layout
cell             instances
o211ai_1                10
a31oi_1                  5
ha_1                     6
a21oi_1                 21
nand2b_1                10
nand3_1                  7
nand2_1                 19
nor2b_1                  6
o21ai_0                 16
nor2_1                  14
clkdlybuf4s50_1         29
buf_4                   29
## what timing repair did
action	in CTS	in global routing
setup endpoints to repair	18	28
resized	12	27
setup buffers	0	5
pin swaps	0	3
## layout make-up
class	count	area, µm²
clock buffers	4	45.0
fillers	527	2880
inverters	10	42.5
multi-input cells	196	1430
flip-flops and latches	7	151
well taps	70	87.6
repair buffers	64	604
