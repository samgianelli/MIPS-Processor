[/design/flow/run.sh]
#!/bin/bash
# OpenROAD 26Q1-2900-gdf79404cd8, Yosys 0.63+post, stock flow scripts
make -C /OpenROAD-flow-scripts/flow DESIGN_CONFIG=/design/flow/config.mk WORK_HOME=/design/flow/orfs finish
[/design/flow/config.mk]
export PLATFORM = sky130hd
export DESIGN_NAME = MultiplicationUnit
export DESIGN_NICKNAME = MultiplicationUnit
export VERILOG_FILES = /design/flow/design.v
export SDC_FILE = /design/flow/constraint.sdc
export NUM_CORES = 4
export LEC_CHECK = 1
export CORE_UTILIZATION = 50
[/design/flow/constraint.sdc]
current_design MultiplicationUnit

set clk_period 26.1
set clk_io_pct 0.2

create_clock -name clk0 -period $clk_period [get_ports {Clk}]

set non_clock_inputs [all_inputs -no_clocks]
set_input_delay [expr $clk_period * $clk_io_pct] -clock clk0 $non_clock_inputs
set_output_delay [expr $clk_period * $clk_io_pct] -clock clk0 [all_outputs]
[/design/flow/design.v]
`timescale 1ns / 1ps
module Adder64Bit(A, B, add64, out);
    input [63:0] A, B;
    input add64;
    output reg [63:0] out;
    always@(A, B, add64) begin
        if (add64 == 1'b1)
            out <= A + B;
        else 
            out <= A - B;
    end
endmodule
`timescale 1ns / 1ps
module HiLoRegisterFile(Clk, write_lo, write_hi, ld_lo, ld_hi, Hi, Lo);   
    input Clk;
    input [31:0] write_lo, write_hi;
    input ld_lo, ld_hi;
    output reg [31:0] Hi, Lo;
    initial begin
        Hi <= 32'h00000000;
        Lo <= 32'h00000000;
    end
    always@(posedge Clk) begin
        if (ld_hi == 1)
            Hi <= write_hi;
        if (ld_lo == 1)
            Lo <= write_lo;
    end
endmodule
`timescale 1ns / 1ps
module MultiplicationUnit(Clk, ALU_out, ALU_hi, ReadReg1, WriteLo, WriteHi, Add64, HiLo_sel, HiRsSel, HiOrLo, HiLo_out);
    input Clk;
    input [31:0] ALU_out, ALU_hi, ReadReg1;     
    input WriteLo, WriteHi, Add64, HiLo_sel, HiRsSel, HiOrLo;    
    output [31:0] HiLo_out;
    wire [31:0] Hi, Lo, Lo_in, Hi_in, HiRsMux, HiLo_out;
    wire [63:0] HiLoAddition;
    HiLoRegisterFile HiLoRegisterFile_1(Clk, Lo_in, HiRsMux, WriteLo, WriteHi, Hi, Lo);
    Adder64Bit Adder64Bit_1({{Hi},{Lo}}, {{ALU_hi},{ALU_out}}, Add64, HiLoAddition);
    Mux32Bit2To1 Mux32Bit2To1_LoData(Lo_in, ALU_out, HiLoAddition[31:0], HiLo_sel); 
    Mux32Bit2To1 Mux32Bit2To1_HiData(Hi_in, ALU_hi, HiLoAddition[63:32], HiLo_sel);
    Mux32Bit2To1 Mux32Bit2To1_HiRs(HiRsMux, Hi_in, ReadReg1, HiRsSel);
    Mux32Bit2To1 Mux32Bit2To1_HiLoOut(HiLo_out, Lo, Hi, HiOrLo);
endmodule
`timescale 1ns / 1ps
module Mux32Bit2To1(out, inA, inB, sel);
    output reg [31:0] out;
    input [31:0] inA;
    input [31:0] inB;
    input sel;
    always @(inA, inB, sel) begin
        case(sel)
            1'b0: out = inA;
            1'b1: out = inB;
        endcase
    end
endmodule
==> notes.md <==
Implementation progress

The flow ran to the end, and the final reports show no timing, DRC or antenna violations. After floorplanning, the core was divided into 47 placement rows. The placer's final routability congestion estimate stands at roughly 0.95. The smallest setup slack after layout stands at 13.97 ns. The critical path in this run is classified as in -> out.

The buffer depth of the longest clock path stands at 2. The worst setup path is launched from an input port. The tree is rooted in a clkbuf_16.

The number of cells reported by Yosys stat comes to around 1000. The die outline height stands at between 100 and 150 µm. The residual overflow from global routing stands at 0.

The first-pass GRT wire length stands at 40.6 mm. The critical path maximum fanout is 32. The leakage power of the design stands at between 4 and 5 nW. In the synthesized netlist, the number of instances is roughly 1000.

The remaining number of nets flagged by the antenna check after routing stands at 0. The total power density per cell area stands at about 60 mW/mm². In the final timing run, aggregate negative setup slack is 0 ns. The number of distinct library cells after synthesis stands at 79. Endpoints failing hold in the final report were tallied at 0. The horizontal extent of the die stands at 134 µm. The overall die size recorded for this design is around 0.018 mm². The worst setup slack before clock tree synthesis stands at 13.96 ns. The largest clock skew in the final design stands at 0.00939 ns. Summing the sequential cell areas from Yosys gives 22.0% of the chip area.

For this run, the top clock speed supported by timing is around 0.082 GHz. The clock-pin slew reported for the worst setup and hold paths after clock tree synthesis stands at 0.06 ns. Measured against its own limit, the worst slew margin works out to about two fifths. The worst VDD IR drop from the latest analysis is about 0.000037 V.

The number of clock sinks stands at 64. In this run the post-CTS setup repair buffer count came out at 0. Setup repair after global routing left no endpoint under its margin. The mean instance size in the synthesized netlist stands at 8.35 µm².

The count of placed standard cells including taps stands at ~1400. The mapped cell area stands at just under 0.009 mm². The chip area estimate from yosys synthesis stands at 0.00875 mm².

The starting density of the core stands at between 50% and 60%. The pre-antenna-repair detailed-routing pass consisted of 5 iterations. The final routed wirelength across all metal layers stands at roughly 26 mm. The finished layout holds 1376 standard cells, fillers aside. The via count of the routed design stands at 8036. TritonCTS built the clock tree. The tightest hold path in the finished design has a slack of 0.730 ns. The DRC violation count after routing stands at 0. Per the detail_route report, vias per standard cell equal 5.84. For the pin with the worst max-slew slack, the measured transition is 0.863 ns. The stage logs contain a warning count of 39.

The final antenna diode count stands at 0. The area of placed instances stands at just over 0.01 mm². The placed wire-length estimate after detailed placement stands at just over 20 mm.

Once the clock tree was built, the resizer swapped 0 gates to a different size. The count of buffers added on input and output ports is roughly 130. STA classifies the critical path endpoint as an output pin. The violation tally from detailed-route iteration zero stands at 515. Relative to the synthesized area, the layout overhead comes to 19.9%. The final-report setup violation count stands at 0.

The minimum clock period after layout stands at approximately 12 ns. Across every metal layer, demand over resource in global routing totals 30.1%. The commonest cells after synthesis are a21oi_1 (132), ha_1 (77), nand2_1 (76), nor2_1 (72), edfxtp_1 (64). The number of synthesis warnings stands at 3. The detail-routed net length per standard cell stands at ~19 µm.

The number of global-route vias before repair stands at 7287. In the synthesized netlist the async set-or-reset flop fraction comes to 0%. Max-cap violations in this run came to 0.

The CTS report gives the tree buffer count as 9. The CTS H-tree depth stands at 3. In this run the worst hold path is classified as reg -> reg. The layout has 1512 filler cells. The critical path endpoint has a required time of 20.88 ns. The skew report gives the latency at the later pin of the worst-skew pair as 0.35 ns.

After floorplanning, the core was sized to cover approximately 0.017 mm². The design area stands at ~0.010 mm². The initial antenna violation count was 0.

The number of buffers inserted by hold repair at cts stands at 0. The worst path uses 46.5% of the clock period. Max-slew check failures listed in the final report amount to 0. Looking at area per cell type in the netlist, the leader is edfxtp_1.

The fraction of layout instances using a drive strength above 1 stands at 9.43%. The register bit total from synthesis stands at 64. For the worst setup path, the data arrival time is 6.91 ns. The number of enable-type register cells in the synthesized netlist stands at ~64. The largest net degree at the start of global routing stands at ~74.

Pin placement for this block handled 135 I/O pins. The commonest register cell is edfxtp_1. In the post-synthesis netlist, the biggest area contributors are edfxtp_1 (22%), ha_1 (11%), a21oi_1 (7.6%), mux2_2 (7.5%), xor2_1 (5.9%).

For this run the top cell type by instance count after synthesis was a21oi_1. The share of the synthesized area in the top cell type stands at 22.0%.
sequential cells by signal, summed over array words and instances (netlist names):
| register | count |
|---|---|
| HiLoRegisterFile_1.Hi | 32 |
| HiLoRegisterFile_1.Lo | 32 |
power breakdown:
| group | internal, W | total (W) | switching (W) |
|---|---|---|---|
| Sequential | 0.000138 | 0.000154 | 0.0000162 |
| Clock | 0.0000736 | 0.000121 | 0.0000477 |
| Combinational | 0.000162 | 0.000353 | 0.000191 |
layout by cell type (no fill, tap or decap), types with 6 or more instances in the layout:
cell               n
or3_1             10
buf_4              7
nand4_1           16
nor3b_1           12
mux2_2            58
inv_1             39
a31oi_1           15
nand2_1           76
nand3_1           14
a21oi_1          132
nor3_1            36
nand2b_1          10
clkdlybuf4s50_1  131
nor2b_1           15
xor2_1            59
o21bai_1          17
o31ai_1           13
a21o_1            31
o21ai_1           11
xnor2_1           56
clkbuf_16          9
mux2i_1           16
a211oi_1           9
o21ai_0           54
ha_1              77
or4_1              6
nor2_1            72
edfxtp_1          64
o211ai_1           7
kinds of logic (layout without fill, tap and decap cells):
kind of cell / after synthesis / after routing / share of synthesized area, %
buf+inv: 87 / 195 / 3.81
xor+xnor: 115 / 115 / 11.5
fa+ha+maj: 78 / 78 / 11.2
simple gates: 305 / 305 / 18.9
compound gates: 325 / 325 / 23.3
flops: 64 / 64 / 22.0
mux: 74 / 74 / 9.30
metrics by stage:
| stage | power [W] | util, % |
|---|---|---|
| 6_report | 0.000629 | 62.4 |
| 2_1_floorplan | 0.000397 | - |
| 3_3_place_gp | 0.000504 | 60.7 |
| 5_1_grt | 0.000673 | 62.4 |
| 3_5_place_dp | 0.000503 | 60.7 |
| 4_1_cts | 0.000628 | 62.4 |
worst paths after layout:
kind                                                          from                             endpoint  slack [ns]  cells after the start
worst max register to register  HiLoRegisterFile_1.Lo[0]$_DFFE_PP_  HiLoRegisterFile_1.Hi[12]$_DFFE_PP_       22.11                     12
worst max-delay path                                        HiOrLo                         HiLo_out[31]       13.97                      4
worst min-delay path            HiLoRegisterFile_1.Lo[0]$_DFFE_PP_   HiLoRegisterFile_1.Lo[0]$_DFFE_PP_        0.73                      3
worst min register to register  HiLoRegisterFile_1.Lo[0]$_DFFE_PP_   HiLoRegisterFile_1.Lo[0]$_DFFE_PP_        0.73                      3
area by class of cell:
type	count	area, µm²	share of cell area (%)
Clock buffer	12	236	2.25
Clock inverter	4	45.0	0.429
Inverter	39	146	1.40
Multi-Input combinational cell	897	6490	61.9
Sequential cell	64	1920	18.3
Tap cell	220	275	2.62
Timing Repair Buffer	140	1370	13.1
critical path, stage by stage:
cell             delay [ns]
clkdlybuf4s50_1        0.45
buf_4                  0.41
mux2_2                 0.39
clkdlybuf4s50_1        0.42
routing by layer:
metal	wire [µm]	share of wire (%)	vias to the layer above	track usage, %
li1	-	-	4101	-
met1	13000	49	3658	48.4
met2	11100	42	257	44.1
met3	1670	6.4	20	5.52
met4	448	1.7	0	4.12
met5	0	0	-	0
No activity file was given, so power comes from the tool's default toggle rates.
