**flow/run.sh**
```bash
#!/bin/bash
# OpenROAD 26Q1-2900-gdf79404cd8, Yosys 0.63+post, stock flow scripts
make -C /OpenROAD-flow-scripts/flow DESIGN_CONFIG=/design/flow/config.mk WORK_HOME=/design/flow/orfs finish
```
**flow/config.mk**
```make
export PLATFORM = sky130hd
export DESIGN_NAME = InstructionDecode
export DESIGN_NICKNAME = InstructionDecode
export VERILOG_FILES = /design/flow/design.v
export SDC_FILE = /design/flow/constraint.sdc
export NUM_CORES = 4
export LEC_CHECK = 1
export CORE_UTILIZATION = 30
```
**flow/constraint.sdc**
```tcl
current_design InstructionDecode

set clk_period 22.2
set clk_io_pct 0.2

create_clock -name clk0 -period $clk_period [get_ports {Clk}]

set non_clock_inputs [all_inputs -no_clocks]
set_input_delay [expr $clk_period * $clk_io_pct] -clock clk0 $non_clock_inputs
set_output_delay [expr $clk_period * $clk_io_pct] -clock clk0 [all_outputs]
```
**flow/design.v**
```verilog
`timescale 1ns / 1ps
module Adder32Bit(A, B, out);
    input [31:0] A, B;
    output reg [31:0] out;
    always@(A, B) begin
        out <= A + B;
    end
endmodule
`timescale 1ns / 1ps
module And2(A, B, out);
    input A, B;
    output reg out;     
    always @(A, B) begin
        out <= A & B;
    end
endmodule
`timescale 1ns / 1ps
module BranchLogic(rs, zero, branch_cntrl, branch_out);
    input [31:0] rs;
    input [1:0] branch_cntrl;
    input zero;
    output reg branch_out;
    always@(rs, branch_cntrl, zero) begin
        case(branch_cntrl)
            2'b00: begin     
                branch_out <= ~rs[31];
            end
            2'b01: begin     
                branch_out <= rs[31];
            end
            2'b10: begin     
                branch_out <= ~rs[31] & ~zero; 
            end
            2'b11: begin     
                branch_out <= rs[31] | zero;
            end
            default: begin
                branch_out <= 0;
            end
        endcase
    end
endmodule
`timescale 1ns / 1ps
module Comparator(A, B, out);
    input [31:0] A, B;
    output reg out;
    always@(A, B) begin
        if ((A - B) == 0)
            out <= 1;
        else
            out <= 0;
    end
endmodule
`timescale 1ns / 1ps
module InstructionDecode(Clk, Instruction, PC_in, regWrite, WriteData, WriteRegister_in, PC_out, Read1, Read2, RsRtMux, ALUSrc, SignExtendImmediate, regAddr_jal, JumpType, Jump, Branch, BRANCHop, Branch_sel, zero_sel);
    input [31:0] Instruction, PC_in, WriteData;
    input [4:0] WriteRegister_in;
    input Clk, regWrite;
    output wire [31:0] PC_out, Read1, Read2;
    input RsRtMux, ALUSrc, SignExtendImmediate, regAddr_jal, JumpType, Jump, Branch_sel, Branch, zero_sel;
    input [1:0] BRANCHop;
    wire [31:0] regRead1, regRead2, SignExtend, SignExtendOrNot, Branch_Shift, Branch_add, Mux_JumpType, Mux_Branch_out;
    wire [4:0] RtRd;
    wire compare_out, zeroFlag;
    RegisterFile RegisterFile_1(Instruction[25:21], Instruction[20:16], WriteRegister_in, WriteData, regWrite, Clk, regRead1, regRead2);
    Mux32Bit2To1 Mux32Bit2To1_RsShift(Read1, regRead1, {{27{1'b0}},{Instruction[10:6]}}, RsRtMux);
    Mux32Bit2To1 Mux32Bit2To1_ALUsrc(Read2, regRead2, SignExtendOrNot, ALUSrc);
    SignExtension SignExtension_1(Instruction[15:0], SignExtend[31:0]);
    Mux32Bit2To1 Mux32Bit2To1_SignExtendImmediate(SignExtendOrNot, SignExtend[31:0], {{16{1'b0}}, {Instruction[15:0]}}, SignExtendImmediate);
    ShiftLeft2 ShiftLeft2_Branch(SignExtendOrNot, Branch_Shift);
    Adder32Bit Adder32Bit_Branch(PC_in, Branch_Shift, Branch_add);
    Mux32Bit2To1 Mux32Bit2To1_Branch(Mux_Branch_out, PC_in, Branch_add, Mux_Branch);
    Mux32Bit2To1 Mux32Bit2To1_JumpType(Mux_JumpType, {{PC_in[31:28]},{Instruction[25:0] << 2}}, regRead1, JumpType);
    Mux32Bit2To1 Mux32Bit2To1_BranchOrJump(PC_out, Mux_Branch_out, Mux_JumpType, Jump); 
    Comparator Comparator_Branch(regRead1, regRead2, zeroFlag);
    Mux1Bit2To1 Mux1Bit2To1_ZeroSel(zero_inv, zeroFlag, ~zeroFlag, zero_sel);    
    BranchLogic BranchLogic_1(regRead1, zeroFlag, BRANCHop, Branch_ineq);
    Mux1Bit2To1 Mux1Bit2To1_Branch_eqIneq(Branch_type, zero_inv, Branch_ineq, Branch_sel);
    And2 And2_Branch(Branch_type, Branch, Mux_Branch);
endmodule
`timescale 1ns / 1ps
module Mux1Bit2To1(out, inA, inB, sel);
    input inA, inB, sel;
    output reg out;
    always@(inA, inB, sel) begin
        case(sel)
            1'b0: out <= inA;
            1'b1: out <= inB;
        endcase
    end
endmodule
`timescale 1ns / 1ps
module Mux32Bit2To1(out, inA, inB, sel);
    output reg [31:0] out;
    input [31:0] inA;
    input [31:0] inB;
    input sel;
    always @(inA, inB, sel) begin
        case(sel)
            1'b0: out = inA;
            1'b1: out = inB;
        endcase
    end
endmodule
`timescale 1ns / 1ps
module RegisterFile(ReadRegister1, ReadRegister2, WriteRegister, WriteData, RegWrite, Clk, ReadData1, ReadData2);
	input Clk;
	input [4:0] ReadRegister1;
	input [4:0] ReadRegister2;
	input [4:0] WriteRegister;
	input [31:0] WriteData;
	input RegWrite;
	reg [31:0] RegArray [0:31];
	output reg [31:0] ReadData1;
	output reg [31:0] ReadData2;
    integer i;
    initial begin
       for (i=5'b00000; i<=5'b11111; i = i+5'b00001) begin
          RegArray[i] = 32'h00000000;
       end    
    end
    always @(negedge Clk) begin
        ReadData1 <= RegArray[ReadRegister1];
        ReadData2 <= RegArray[ReadRegister2];
    end
    always @(posedge Clk) begin
        if (RegWrite == 1'b1)
            RegArray[WriteRegister] <= WriteData;
    end
endmodule
`timescale 1ns / 1ps
module ShiftLeft2(unshifted, shifted);
    input [31:0] unshifted;
    output reg [31:0] shifted ;
    always@(unshifted) begin
        shifted <= unshifted << 2;
    end
endmodule
`timescale 1ns / 1ps
module SignExtension(in, out);
    input [15:0] in;
    output reg [31:0] out;     
    always @(in) begin
        out[31:0] <= { {16{in[15]}}, in[15:0] };
    end
endmodule
```
==> results.cfg <==
; synthesis and place-and-route metrics
[power]
p_int_mw = 3.674
cellLeakagePower_nw = 19.94
swShare = 0.2432
worst_ir_drop_vdd_uv = 59.08
p_seq_frac = 0.475
comb_power_share = 0.134
clockPowerShare = 0.390
p_switching_mw = 1.181
cellPowerDensity_mw_per_mm2 = 78.10

[synthesis]
top_area_cell = edfxtp_1
synth.top_cells.by_count = edfxtp_1, mux4_2, clkbuf_1
synthTopCellsByArea = edfxtp_1, mux4_2, dfxtp_1, mux2_2, mux2i_1
syn_area_mm2 = 0.05299
top_area_frac = 0.5803
yosysUniqueCellTypes = 72
synth_top_flop_cell = edfxtp_1
async_flop_share = 0
ys_chip_area_mm2 = 0.05299
ys_seq_elements = 1088
synth-edff-count = 1024
yosysMostFrequentCell = edfxtp_1
syn_inst = 2723
syn_area_per_cell_um2 = 19.46
ys_warn_count = 14
yosysSeqAreaShare = 0.6045
ys_cells = 2723

[sta]
setup_viol = 0
rsz0062_at_grt = no
hold_violations = 0
fin_skew_ns = 0.02750
whs_ns = 4.545
worst_slack_ns = 0.8480
worst_pin_slew_ns = 0.9256
final.setup.tns_ns = 0
drv_slew = 0
slew_headroom = 0.3810

[critical_path]
crit_arrival_ns = 16.91
end_kind = output port
critPathKind = reg2out
cp_cell_sequence = ha_1 -> a21oi_1 -> inv_1 -> a22oi_1 -> and4_1 -> nand4_1 -> nand4b_1 -> a2111oi_0 -> nand4_1 -> or4_1 -> o2111ai_1 -> nand2_4 -> o311ai_1 -> clkdlybuf4s50_1
crit_top_cell = nand4_1
slowest_stage = or4_1
critPathMaxStageDelay_ns = 0.63
critPathMaxFanout = 31
worstPathRequired_ns = 17.76
startpoint_type = register

[routing]
first_iter_violations = 1573
drc = 0
via_count = 29110
wire_per_inst_um = 28.12
avgViaCountPerCell = 5.341
antenna_left = 0
finalWirelength_mm = 153.3
dr.pass1.iters = 7

[clock_network]
cts-root-buf = clkbuf_16
cts.clk_slew.worst_paths_ns = 0.06
cts.path.max_buffers = 3
clkSinkCount = 1088
cts_made_buffers = 108
cts.repair.resized = 0
cts_tree = built
worstSkewPairLatency_ns = 0.71
htree_levels = 3
holdBufCountCts = 0
post_cts_buffers = 0

[die]
die_h_um = 422.3
dieArea_mm2 = 0.1783
fp.dieW_um = 422.3
core_area_mm2 = 0.1746
fp_util = 0.3035
rows = 153
pin_count = 210

[min_path]
hold_class = in2reg

[placement]
dp_hpwl_mm = 95.55
dpl_cell_area_mm2 = 0.05830
gp_congestion = 0.8904
numPortBuffers = 202
place_ws_ns = 1.542
place_inst = 5180

[cells_and_area]
area_growth_pct = 17.31
final_area_mm2 = 0.06216
stdcell_count = 5450
ff_latch_area_mm2 = 0.03203
drive_above_1_share = 0.3388
nFillCells = 16010
mi_logic_area_mm2 = 0.02021

[grt]
track_usage = 0.1842
antenna_found_initial = 10
grt_pass1_vias = 32010
overflow = 0
grt_max_degree = 71
grt_first_pass_wirelength_mm = 221.7

[flow_run]
warnings = 97
cap_violations = 0

[run_status]
status = completed
## state kept, by name (all words and copies together) (netlist names)
name and cells:
RegisterFile_1.RegArray 1024, RegisterFile_1.ReadData1 32, RegisterFile_1.ReadData2 32
## routing by layer
layer  vias to the layer above  GRT usage  wire length, um
li1                      12290          -                -
met3                       230     0.1300            24150
met5                         -    0.02527              517
met2                      1727     0.2908            74940
met4                        23    0.03955             4014
met1                     14840     0.2016            49650
## cells by family after synthesis
family	count (synthesis)	share of synthesized area
and+or+nand+nor	284	0.02749
buffers and inverters	248	0.01851
muxes	791	0.3023
DFF	1088	0.6045
adders and majority gates	61	0.01455
AOI/OAI and AO/OA	213	0.02638
xor gates and xnor gates	38	0.006281
## worst max-delay path: cells and delay by family (launching register included)
kind	cells	cell delay, ns
AND-OR/OR-AND	5	1.89
AND/OR/NAND/NOR	6	1.75
buffers and inverters	2	0.62
flip-flops	1	0.42
adder cells (fa/ha/maj)	1	0.41
## layout by cell type (no fill, tap or decap), types with 41 or more instances in the layout
cell type        Yosys  layout
a21oi_1             55      55
inv_1               58     121
ha_1                60      60
mux2i_1             78      78
clkbuf_16            0     114
o21ai_0             51      51
mux2_2              73      73
buf_4                0     121
dfxtp_1             64      64
nor2b_1             42      42
nor2_1              73      41
nand2_1             65      65
clkdlybuf4s50_1      0     189
edfxtp_1          1024    1024
mux4_2             640     640
## final timing paths
| kind | start | endpoint | slack, ns | depth (start not counted) |
|---|---|---|---|---|
| min | WriteData[17] | RegisterFile_1.RegArray[4][17] | 4.54 | 2 |
| min reg2reg | RegisterFile_1.RegArray[4][28] | RegisterFile_1.ReadData2[28] | 12.04 | 3 |
| max | RegisterFile_1.ReadData1[11] | PC_out[3] | 0.85 | 14 |
| max reg2reg | RegisterFile_1.RegArray[15][12] | RegisterFile_1.ReadData1[12] | 9.15 | 3 |
## power groups by stage
stage,sequential [mW],clock [mW],combinational (mW)
CTS,2.31,1.93,0.657
global route,2.31,2.01,0.706
finish,2.31,1.89,0.652
## final cells by class
| type | count | area share |
|---|---|---|
| multi-input cells | 1387 | 0.3252 |
| repair buffers | 322 | 0.04710 |
| diodes | 5 | 0.0002013 |
| flip-flops and latches | 1088 | 0.5153 |
| well taps | 2325 | 0.04680 |
| clock inverters | 130 | 0.01465 |
| inverters | 57 | 0.003442 |
| clock buffers | 136 | 0.04728 |
## metrics by stage
stage            util  total power, mW
3_5_place_dp   0.3339            3.023
3_3_place_gp   0.3339            3.024
2_1_floorplan       -            2.766
4_1_cts        0.3560            4.898
6_report       0.3560            4.855
5_1_grt        0.3560            5.030
No activity file was given, so power comes from the tool's default toggle rates.
